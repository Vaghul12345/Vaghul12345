### flow/config.mk
export PLATFORM = sky130hd
export DESIGN_NAME = shifter
export DESIGN_NICKNAME = shifter
export VERILOG_FILES = /design/flow/design.v
export SDC_FILE = /design/flow/constraint.sdc
export NUM_CORES = 4
export LEC_CHECK = 1
export CORE_AREA = 10 10 70 70
export DIE_AREA = 0 0 80 80
### flow/constraint.sdc
current_design shifter

set clk_period 1.6
set clk_io_pct 0.2

create_clock -name clk0 -period $clk_period

set non_clock_inputs [all_inputs -no_clocks]
set_input_delay [expr $clk_period * $clk_io_pct] -clock clk0 $non_clock_inputs
set_output_delay [expr $clk_period * $clk_io_pct] -clock clk0 [all_outputs]
### flow/design.v
module shifter(shift, in, sout);
  input [1:0] shift;
  input [15:0] in;
  output [15:0] sout;
  reg [15:0] sout;
  always@(*)begin
    casex(shift)
      2'b00: sout = in;
      2'b01: sout = in<<1;
      2'b10: sout = in>>1;
      2'b11: sout = {in[15], in[15:1]};
      default sout = 16'bxxxxxxxxxxxxxxxx;
    endcase
  end
endmodule
### flow/run.sh
#!/bin/bash
# OpenROAD 26Q1-2900-gdf79404cd8, Yosys 0.63+post, stock flow scripts
make -C /OpenROAD-flow-scripts/flow DESIGN_CONFIG=/design/flow/config.mk WORK_HOME=/design/flow/orfs finish
==> summary.txt <==
Notes on the flow outputs.

- The run finished with clean final reports.
- After detailed routing, the number of vias per cell comes to 3.64.
- After detailed routing, the average wire length per cell comes to 12.3 um.
- The routability congestion estimate from global placement reads 0.681.
- The worst ir drop on vdd is 0.0804 mV.
- The initial antenna violation count is 0.
- The chip area in the Yosys report reads 355 sq um.
- The hold path startpoint is in[2].
- The tool warning count for the run is 32.
- The endpoint class of the critical path reads a primary output.
- The detailed router reported a total wirelength of 1.65 mm.
- The final hold violation count recorded for this run is 0.
- The antenna violation net count after detailed routing reads 0.
- The via count is 488.
- The final sum of negative setup slack reads 0 ns.
- The number of global-route vias before repair is 494.
- The area of the placeable core reads 3420 sq um.
- The worst-case headroom to the max-slew limit is 0.907.
- The count of boundary I/O pins is 34.
- The worst min-delay path class is input port to primary output.
- The data required time at the worst endpoint is 1.28 ns.
- The post-detailed-placement cell area reads 736 sq um.
- The number of hold buffers added after cts reads 0.
- The tally of buffers added on design ports reads 34.
- The layout-stage area growth over the synthesis result reads 112%.
- The number of clock buffer instances in the layout reads 0.
- For this run, the number of Yosys warnings is 1.
- The number of sequential cells reads 0.
- Per the final layout report, the fraction of cells sized above drive strength 1 comes to 0.125.
- The leakage power is 0.392 nW.
- The minimum setup slack in the final design is 0.0814 ns.
- The largest net degree at the start of global routing is 14.
- The routed design ends up with an antenna cell count of 0.
- The register area share after synthesis is 0.
- The cell area after layout reads 753 sq um.
- The initial cell density of the core is 0.104.
- After layout, the design draws a total of 0.180 mW.
- Across the whole layout, storage elements account for 0 sq um.
- Measured along the x axis, the die boundary spans 80 um.
- The cell count after synthesis came out at 51.
- In the log, the iteration count for the first detailed-route pass is 4.
- Data on the critical path arrives at its endpoint at 1.20 ns.
- The share of the cycle needed by the critical path after routing is 0.949.
- The total die size is 6400 sq um.
- The number of standard-cell rows in the floorplan reads 21.
- The detailed placement HPWL reads 1.29 mm.
- The post-route minimum period reads 1.52 ns.
- The number of design rule violations left after detail routing is 0.
- Across every metal layer, demand over resource in global routing totals 0.0494.
- The pin closest to its max-slew limit shows a slew of 0.135 ns.
- The post-synthesis instance area is 355 sq um.
- Looking at area per cell type in the netlist, the leader is sky130_fd_sc_hd__mux2i_1.
- The number of design-rule violations left by the first detailed-router iteration reads 7.
- For this run the aggregate overflow at the end of global routing stands at 0.
- Setup repair after global routing left no endpoint under its margin.
- The average cell area after synthesis is 6.97 sq um.
- The total area of multi-input combinational cells reads 299 sq um.
- The number of maximum-capacitance violations is 0.
- The yosys cell count is 51.
- The top-area cell type share of the netlist area reads 0.394.
- In the final report, the number of pins over their slew limit comes to 0.
- The worst setup path is of the input port to primary output kind.
- The commonest cells after synthesis are 14 x sky130_fd_sc_hd__mux2i_1, 14 x sky130_fd_sc_hd__nand2_1, 9 x sky130_fd_sc_hd__o21ai_1, 5 x sky130_fd_sc_hd__o21ai_0.
- The placement-stage worst setup slack is -0.507 ns.
- The cell area power density reads 239 nW/um^2.
- The hold slack reads 1.11 ns.
- The main area contributors are sky130_fd_sc_hd__mux2i_1 39%, sky130_fd_sc_hd__nand2_1 15%, sky130_fd_sc_hd__o21ai_1 13%.
- The number of library cell types mapped by synthesis is 11.
- The critical path launch point type is an input port.
- The global-route wire length before repair reads 2.59 mm.
- The count of final setup violators reads 0.
- The vertical die dimension reported for this design is 80 um.
- The cell count of the worst hold path is 4.
- The peak fanout along the critical path is 3.
- The capture endpoint of the worst hold path is sout[1].
- The final-layout fill cell count reads 410.
- In this build the clock could be raised as far as 658 MHz.
## layout make-up
type	instances	share of cell area
multi-input combinational	46	0.397
tap	46	0.0764
timing repair buffer	42	0.527
## stage by stage
| stage | cells | utilization |
|---|---|---|
| after floorplan | 51 | - |
| after global placement | 130 | 0.215 |
| after detailed placement | 130 | 0.215 |
| after CTS | 134 | 0.221 |
| after global routing | 134 | 0.221 |
| final | 134 | 0.221 |
## how the worst max path moves through the flow
stage                   from       end  slack [ns]  cells past startpoint
after CTS             in[14]  sout[15]        0.01                      4
after global routing  in[14]  sout[15]        0.03                      4
final                 in[14]  sout[15]        0.08                      4
## layer usage
layer  wire length (um)  up-vias  global-route usage
li1                   -      256                   -
met1                753      215              0.0626
met2                838       17              0.0899
met3                 63        0             0.00795
met4                  0        0                   0
met5                  0        -                   0
## power by group
part / internal (mW) / switching [mW]
combinational: 0.112 / 0.0681
clock: 0 / 0
sequential: 0 / 0
total: 0.112 / 0.0681
## timing repair
item,CTS,global route
pin swaps,4,0
gates cloned,2,0
hold endpoints to repair,0,0
resized,47,3
buffers inserted,2,0
setup endpoints to repair,16,7
## worst max-delay path, cell delays in order
cell and delay, ns:
sky130_fd_sc_hd__dlygate4sd2_1 0.25, sky130_fd_sc_hd__mux2_4 0.27, sky130_fd_sc_hd__a22o_1 0.18, sky130_fd_sc_hd__clkdlybuf4s15_1 0.18
## cell families after synthesis
| group | count (synthesis) | share of synthesized area |
|---|---|---|
| muxes | 15 | 0.426 |
| buffers and inverters | 5 | 0.169 |
| AOI/OAI and AO/OA | 16 | 0.246 |
| and+or+nand+nor | 15 | 0.158 |
## cells in the final DEF, fill, tap and decap left out
cell                              count
sky130_fd_sc_hd__buf_16               1
sky130_fd_sc_hd__buf_2                2
sky130_fd_sc_hd__a22o_1               2
sky130_fd_sc_hd__o21ai_1             14
sky130_fd_sc_hd__clkdlybuf4s50_1      1
sky130_fd_sc_hd__dlygate4sd2_1       29
sky130_fd_sc_hd__dlymetal6s2s_1       1
sky130_fd_sc_hd__clkdlybuf4s15_1      1
sky130_fd_sc_hd__buf_4                4
sky130_fd_sc_hd__nor2_1               1
sky130_fd_sc_hd__buf_6                2
sky130_fd_sc_hd__nand2_1             14
sky130_fd_sc_hd__mux2i_1             14
sky130_fd_sc_hd__buf_12               1
sky130_fd_sc_hd__mux2_4               1
Power and IR drop assume default switching activity.
