**/design/flow/run.sh**
```bash
#!/bin/bash
# OpenROAD 26Q1-2900-gdf79404cd8, Yosys 0.63+post, stock flow scripts
make -C /OpenROAD-flow-scripts/flow DESIGN_CONFIG=/design/flow/config.mk WORK_HOME=/design/flow/orfs finish
```
**/design/flow/config.mk**
```make
export PLATFORM = sky130hd
export DESIGN_NAME = input_iface
export DESIGN_NICKNAME = input_iface
export VERILOG_FILES = /design/flow/design.v
export SDC_FILE = /design/flow/constraint.sdc
export NUM_CORES = 4
export LEC_CHECK = 1
export CORE_AREA = 10 10 80 80
export DIE_AREA = 0 0 90 90
```
**/design/flow/constraint.sdc**
```tcl
current_design input_iface

set clk_period 1.1
set clk_io_pct 0.2

create_clock -name clk0 -period $clk_period [get_ports {clk}]

set non_clock_inputs [all_inputs -no_clocks]
set_input_delay [expr $clk_period * $clk_io_pct] -clock clk0 $non_clock_inputs
set_output_delay [expr $clk_period * $clk_io_pct] -clock clk0 [all_outputs]
```
**/design/flow/design.v**
```verilog
module lab5_top(KEY,SW,LEDR,HEX0,HEX1,HEX2,HEX3,HEX4,HEX5,CLOCK_50);
  input [3:0] KEY;
  input [9:0] SW;
  output [9:0] LEDR; 
  output [6:0] HEX0, HEX1, HEX2, HEX3, HEX4, HEX5;
  input CLOCK_50;
  wire [15:0] datapath_out, datapath_in;
  wire write, vsel, loada, loadb, asel, bsel, loadc, loads;
  wire [2:0] readnum, writenum;
  wire [1:0] shift, ALUop;
  input_iface IN(CLOCK_50, SW, datapath_in, write, vsel, loada, loadb, asel, 
                 bsel, loadc, loads, readnum, writenum, shift, ALUop, LEDR[8:0]);
  datapath DP ( .clk         (~KEY[0]),  
                .readnum     (readnum),
                .vsel        (vsel),
                .loada       (loada),
                .loadb       (loadb),
                .shift       (shift),
                .asel        (asel),
                .bsel        (bsel),
                .ALUop       (ALUop),
                .loadc       (loadc),
                .loads       (loads),
                .writenum    (writenum),
                .write       (write),  
                .datapath_in (datapath_in),
                .Z_out       (LEDR[9]),
                .datapath_out(datapath_out)
             );
  sseg H0(datapath_out[3:0],   HEX0);   
  sseg H1(datapath_out[7:4],   HEX1);
  sseg H2(datapath_out[11:8],  HEX2);
  sseg H3(datapath_out[15:12], HEX3);
  assign HEX4 = 7'b1111111;   
  assign HEX5 = 7'b1111111;   
endmodule
module input_iface(clk, SW, datapath_in, write, vsel, loada, loadb, asel, bsel, 
                   loadc, loads, readnum, writenum, shift, ALUop, LEDR);
  input clk;
  input [9:0] SW;
  output [15:0] datapath_in;
  output write, vsel, loada, loadb, asel, bsel, loadc, loads;
  output [2:0] readnum, writenum;
  output [1:0] shift, ALUop;
  output [8:0] LEDR;
  wire sel_sw = SW[9];  
  wire [15:0] datapath_in_next = sel_sw ? {8'b0,SW[7:0]} : datapath_in;
  vDFF #(16) DATA(clk,datapath_in_next,datapath_in);
  wire [8:0] ctrl_sw;
  wire [8:0] ctrl_sw_next = sel_sw ? ctrl_sw : SW[8:0];
  vDFF #(9) CTRL(clk,ctrl_sw_next,ctrl_sw);
  assign {readnum,vsel,loada,loadb,shift,asel,bsel,ALUop,loadc,loads,writenum,write}={
           ctrl_sw[3:1], ctrl_sw[4], ctrl_sw[5], ctrl_sw[6], 
           ctrl_sw[2:1], ctrl_sw[3], ctrl_sw[4], ctrl_sw[6:5], ctrl_sw[7], ctrl_sw[8],  
           ctrl_sw[3:1], ctrl_sw[0]    
  };
  assign LEDR = sel_sw ? ctrl_sw : {1'b0, datapath_in[7:0]};  
endmodule         
module vDFF(clk,D,Q);
  parameter n=1;
  input clk;
  input [n-1:0] D;
  output [n-1:0] Q;
  reg [n-1:0] Q;
  always @(posedge clk)
    Q <= D;
endmodule
module sseg(in,segs);
  input [3:0] in;
  output reg [6:0] segs;
 always @(*) begin
		case (in) 
			4'b0000: segs = 7'b1000000;   
			4'b0001: segs = 7'b1111001;   
			4'b0010: segs = 7'b0100100;   
			4'b0011: segs = 7'b0110000;   
			4'b0100: segs = 7'b0011001;   
			4'b0101: segs = 7'b0010010;   
			4'b0110: segs = 7'b0000010;   
			4'b0111: segs = 7'b1011000;   
			4'b1000: segs = 7'b0000000;   
			4'b1001: segs = 7'b0010000;   
			4'b1010: segs = 7'b0001000;   
			4'b1011: segs = 7'b0000011;   
			4'b1100: segs = 7'b1000110;   
			4'b1101: segs = 7'b0100001;   
			4'b1110: segs = 7'b0000110;   
			4'b1111: segs = 7'b0001110;   
			default: segs = 7'bxxxxxxx;
		endcase
	end
endmodule
```
==> notes.md <==
Item: results of the latest flow run.

- Per the hold report, the tightest min-delay path originates at SW[9].
- The detailed router placed between 500 and 600 vias in this run.
- The post-synthesis cell type count is 7.
- Grouping stages by cell kind, the critical path spends the most delay in flip-flops.
- The final tally of max-slew violations is 0.
- STA puts the critical path data required time at between 0.8 and 0.9 ns.
- Per the CTS log, the buffer count on the longest clock path is 2.
- IR analysis of the VDD net gives a maximum drop of ~0.37 mV.
- Hold analysis lists the worst path endpoint as DATA.Q[7].
- The worst setup path is launched from a flip-flop.
- The flow measured a signed area growth from synthesis to layout of 88.5%.
- Along the critical path, the tally of buffer and inverter instances is 1.
- According to the floorplan log, the row count is 25.
- The synthesized design contains 17 register bits.
- The critical path launch point is CTRL.Q[5].
- The maximum number of pins on one net before global-route repair is 10.
- The root buffer selected by CTS is sky130_fd_sc_hd__clkbuf_8.
- The number of top-level pins is 54.
- The number of clock sinks seen by CTS is 17.
- The antenna violation net count after detailed routing is 0.
- Recorded from the global router log, the overflow total was 0.
- For reference, the clock transition at the flip-flops on the worst setup and hold paths is approximately 0.060 ns.
- The main area contributors are sky130_fd_sc_hd__edfxtp_1 (65%), sky130_fd_sc_hd__buf_4 (16%), sky130_fd_sc_hd__mux2_4 (15%).
- After floorplanning, the core was sized to cover approximately 0.0047 mm^2.
- Summing internal, switching and leakage power gives 1.65 mW.
- The first TritonRoute pass finished after 2 iterations.
- The final reports fail on setup timing.
- Per Yosys stat, the portion of area used by sequential elements is 0.651.
- The clock tree from TritonCTS is built.
- Dividing the synthesized area by the synthesized cell count gives approximately 17 um^2.
- Per the CTS log, the maximum H-tree level is 1.
- The highest attainable clock frequency is 0.801 GHz.
- In the Yosys report the total cell count is ~46.
- Per the detail_route report, inserted antenna diodes total 0.
- The worst stage delay on the critical path is ~0.4 ns.
- The slowest cell on the critical path is sky130_fd_sc_hd__edfxtp_1.
- The run finished, with violations left.
- The area of the die is 0.00810 mm^2.
- The total routed wirelength is a little over 2 mm.
- The worst hold margin is slightly above 0.5 ns.
- The final-report hold violation count is 0.
- The cell count of the worst hold path is 3.
- The area share of the leading cell type in the synthesized netlist is 0.651.
- The netlist area before placement is slightly below 800 um^2.
- Input and output buffers added on the ports amount to 45.
- The number of vias per cell is 3.06.
- The script parses the final routing iteration and logs DRC violations as 0.
- The number of global-route vias before repair is 596.
- The number of antenna violations at the first check in global routing came to 0.
- The total negative slack is -1.14 ns.
- The final cell count without fillers is between 150 and 200.
- The synthesis report lists the Yosys warning total as 2.
- The global-route wire length before repair is approximately 3.3 mm.
- The report counts max-capacitance violations totalling 0.
- The class of the tightest hold or removal check is in2reg.
- The leakage power figure is 0.655 nW.
- The highest fanout seen on the critical path is 2.
- The synthesized netlist has a Yosys-reported chip area of roughly 780 um^2.
- The critical path data arrival time is between 1 and 1.5 ns.
- The critical path capture point type is an output pin.
- The power density relative to cell area is 1110 mW/mm^2.
- Sorting the Yosys area breakdown by cell type puts at the top sky130_fd_sc_hd__edfxtp_1.
- The total clock buffers created by CTS is 3.
- Listed in order, past its start point the critical path passes mux2_4 > buf_6.
- Setup repair after global routing could not meet its margin everywhere.
- The overall routing resource usage is 0.0505.
- In the synthesized netlist, the number of instances is around 46.
- The library cell used most frequently in the layout, excluding fill and tap cells, is sky130_fd_sc_hd__buf_6.
- The post-placement cell count is 163.
- The least setup slack across all paths after layout is -0.148 ns.
- The floorplan step set the die width to around 90 um.
- For this design, the CTS-stage hold fixing added 0 buffers.
- In this run, the number of DRC markers left after iteration 0 of detailed routing was 9.
- By startpoint and endpoint, the worst setup path is classified as reg2out.
- At the floorplan stage, the core utilization is reported as 0.166.
- Post-route period utilization is reported as 1.13.
- Per the gpl log, the routability congestion estimate is between 0.7 and 0.8.
- In the final routed layout, each cell accounts on average for about 12 um.
- From bottom edge to top edge, the die measures ~90 um.
- In the layout the commonest cells are sky130_fd_sc_hd__buf_6 (33), sky130_fd_sc_hd__edfxtp_1 (17), sky130_fd_sc_hd__buf_4 (13).
- From the final report, the count of setup violators was given as 13.
- The layout cell share with drive strength beyond 1 is 0.636.
- The layout filler cell count is roughly 450.
- The stage logs contain a warning count of 27.
- The minimum period implied by the final worst setup slack is between 1 and 1.5 ns.
cell type report:
class	count	area, um^2	share of cell area
sequential	17	510	0.345
multi-input combinational	17	159	0.107
tap	67	83.8	0.0567
clock buffer	4	45.0	0.0305
timing repair buffer	68	677	0.458
inverter	1	3.75	0.00254
state kept, by name, summed over array words and instances (netlist names):
register	cells
CTRL.Q	9
DATA.Q	8
synth_stat cells:
master                      n
sky130_fd_sc_hd__and2_2     1
sky130_fd_sc_hd__buf_4     17
sky130_fd_sc_hd__buf_6      1
sky130_fd_sc_hd__conb_1     1
sky130_fd_sc_hd__edfxtp_1  17
sky130_fd_sc_hd__inv_1      1
sky130_fd_sc_hd__mux2_4     8
layer usage:
metal | share of wire | vias up | GRT usage
met4 | 0 | 0 | 0.00663
met2 | 0.51 | 29 | 0.0902
li1 | - | 258 | -
met1 | 0.41 | 245 | 0.0557
met5 | 0 | - | 0
met3 | 0.072 | 0 | 0.0218
per-stage QoR:
step | instance area (um^2) | worst slack (ns) | util
2_1_floorplan | 811 | 0.217 | -
3_3_place_gp | 1340 | -0.740 | 0.283
3_5_place_dp | 1340 | -0.743 | 0.283
4_1_cts | 1450 | -0.155 | 0.308
5_1_grt | 1480 | -0.193 | 0.313
6_report | 1480 | -0.148 | 0.313
worst max-delay path by stage:
stage | endpoint | slack (ns) | cells past startpoint
after CTS | LEDR[5] | -0.15 | 2
after global routing | LEDR[0] | -0.19 | 2
final | LEDR[5] | -0.15 | 2
report_power, final:
part	switching (mW)	internal (mW)	total (mW)	leakage (nW)
sequential	0.0276	0.772	0.800	0.166
combinational	0.0948	0.319	0.414	0.466
clock	0.177	0.256	0.433	0.0228
repair_timing:
item | 4_1_cts | 5_1_grt
setup buffers | 13 | 2
gates cloned | 1 | 0
pin swaps | 1 | 0
resized | 131 | 16
endpoints found under the setup margin | 44 | 32
cells by family (layout without fill, tap and decap cells):
family | after synthesis | count (layout) | synth area share
flip-flops | 17 | 17 | 0.651
AND/OR/NAND/NOR | 1 | 1 | 0.00957
buffers and inverters | 19 | 73 | 0.182
multiplexers | 8 | 8 | 0.153
other | 1 | 8 | 0.00478
No activity file was given, so power comes from the tool's default toggle rates.
