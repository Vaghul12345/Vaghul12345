===== flow/run.sh =====
#!/bin/bash
# OpenROAD 26Q1-2900-gdf79404cd8, Yosys 0.63+post, stock flow scripts
make -C /OpenROAD-flow-scripts/flow DESIGN_CONFIG=/design/flow/config.mk WORK_HOME=/design/flow/orfs finish

===== flow/config.mk =====
export PLATFORM = sky130hd
export DESIGN_NAME = Mux2
export DESIGN_NICKNAME = Mux2
export VERILOG_FILES = /design/flow/design.v
export SDC_FILE = /design/flow/constraint.sdc
export NUM_CORES = 4
export LEC_CHECK = 1
export CORE_AREA = 10 10 70 70
export DIE_AREA = 0 0 80 80

===== flow/constraint.sdc =====
current_design Mux2

set clk_period 1.0
set clk_io_pct 0.2

create_clock -name clk0 -period $clk_period

set non_clock_inputs [all_inputs -no_clocks]
set_input_delay [expr $clk_period * $clk_io_pct] -clock clk0 $non_clock_inputs
set_output_delay [expr $clk_period * $clk_io_pct] -clock clk0 [all_outputs]

===== flow/design.v =====
module datapath(clk,readnum,vsel,loada,loadb,shift,asel,bsel,ALUop,loadc,loads,writenum,write,datapath_in,Z_out,datapath_out);
  input clk, loada, loadb, loadc, loads, asel, bsel, vsel,write;
  input [15:0] datapath_in;
  input [2:0] readnum, writenum;
  input [1:0] ALUop,shift;
  output [15:0] datapath_out;
  output Z_out;
  reg [15:0] Ain, Bin;
  wire Z;
   wire [15:0] data_in,data_out,sout, A_out, B_out, datapath_out,out;
   wire Z_out;
  vDFFb #(16) A (clk, loada, data_out, A_out);
  vDFFb #(16) B (clk, loadb, data_out, B_out);
  vDFFb #(16) C (clk, loadc, out, datapath_out);
  vDFFc status (clk,loads, Z, Z_out);
   assign A_out = asel ? Ain : 0;
   assign B_out = bsel ? Bin : {11'b0, datapath_in[4:0]};
   assign data_in = vsel ? datapath_in : datapath_out;  
  shifter U1(
	.in(B_out), 
	.shift(shift), 
	.sout(sout));
  ALU U2(Ain,Bin,ALUop, out,Z);
  regfile REGFILE (data_in,writenum,write,readnum,clk,data_out);
endmodule
module vDFFb(clk, en, in,out);
parameter n = 16;
input clk, en;  
input [n-1:0] in;
output [n-1:0] out;
reg [n-1:0] out;
wire [n-1:0] next_out;
assign next_out = en ? in : out;  
always @ (posedge clk)
out = next_out;
endmodule
module vDFFc(clk, en, in,out);
input clk, en;  
input  in;
output  out;
reg  out;
wire  next_out;
assign next_out = en ? in : out;  
always @ (posedge clk)
out = next_out;
endmodule
module Mux2(a0,a1,s,b);
  parameter k = 16;
  input [k-1:0] a0,a1;  
    input [7:0] s;  
    output [k-1:0] b;   
    wire [k-1:0] b = ({k{s[0]}} & a0) |({k{s[1]}} & a1);
  endmodule  

==> results.yml <==
# implementation run metrics
outcome:
  status: "finished with violations"
  violations: "setup timing"
final_layout:
  regArea_um2: 0
  syn2layout_area_growth_pct: 263.7
  design_area_um2: 714.4
  ff_count: 0
  drive_gt1_share_pct: 41.67
  n_clock_buffer: 0
  most-common-layout-cells: "29 x dlygate4sd2_1, 15 x buf_2, 10 x a22o_1, 6 x buf_6, 4 x a22o_2"
  layout_top_cell: "dlygate4sd2_1"
detailed_routing:
  drc: 0
  via_per_inst: 3.602
  via_count: 425
  drt-wirelength-per-cell_um: 14.27
  first_pass_iters: 3
  routed_wl_mm: 1.684
  drtIter0Drc: 4
  antenna_cells: 0
  ant_nets: 0
floorplan:
  fp-row-count: 21
  die-area_um2: 6400
  die_h_um: 80
  core-area_um2: 3416
  fp-utilization_pct: 5.751
  ioPinCount: 56
  die_x_um: 80
synth:
  postSynthSeqShare_pct: 0
  synth-area-yosys_um2: 196.4
  netlist_area_um2: 196.4
  yosysWarnings: 0
  syn_avg_cell_area_um2: 9.822
  ys_cells: 20
  synth_cells: 20
  synth.distinct_cells: 4
global_route:
  overflow: 0
  grt_use_met3_pct: 5.114
  use_met1_pct: 5.669
  grt_pass1_vias: 505
  grt_max_degree: 10
  grtUsageTotal_pct: 4.895
  use_met2_pct: 6.501
  grt_pass1_wl_mm: 2.477
  antenna_found_initial: 0
  grt-busiest-layer: "met2"
final_timing:
  tightest_slew_ns: 0.08417
  final_max_slew_viol_count: 0
  setup_viol: 3
  period_needed_ns: 1.049
  timing_hold_violations_final: 0
  max-slew-margin-rel_pct: 94.39
  fmaxAchievable_ghz: 0.9534
  layout_setup_ws_ns: -0.04892
  rsz0062_at_grt: "true"
  finalCritPeriodShare_pct: 104.9
worst_setup_path:
  worstSetupPathType: "primary input to output port"
  cp.required_ns: 0.80
  path_max_fanout: 6
  startpoint_type: "primary input"
  cp_data_arrival_time_ns: 0.85
  cp-end-kind: "output port"
placement:
  port_buffers: 50
  place_area_um2: 740.7
  pre_cts_ws_ns: -0.6952
  dp_hpwl_mm: 1.435
  gp_congestion: 0.8721
hold_path:
  min_path_type: "primary input to output port"
power:
  ir_drop_v: 0.0001218
  p_leak_nw: 0.3694
  power_density_nw_per_um2: 369.9
flow_run:
  warning_count: 40
  cap_violations: 0
clocking:
  ctsHoldBuffers: 0
[critical path: stages]
cell	delay [ns]
buf_12	0.11
buf_16	0.12
buf_6	0.11
a22o_1	0.19
buf_2	0.11
[through the flow]
step           std cells  util (%)  hold WS (ns)  TNS [ns]    power, W
2_1_floorplan         20         -        0.4705         0  0.00007087
3_3_place_gp         115     21.69         1.378    -10.59   0.0003160
3_5_place_dp         115     21.69         1.378    -10.78   0.0003159
4_1_cts              117     19.52        0.7851   -0.1932   0.0002455
5_1_grt              118     20.92        0.8050   -0.2474   0.0002927
6_report             118     20.92        0.7830   -0.1347   0.0002643
[cells in the mapped netlist (all sizes together)]
cell type / n / area, um^2
a22o: 16 / 147.6
buf: 4 / 48.79
[final cells by class]
type	instances	area (um^2)
Fill cell	403	2701
Multi-Input combinational cell	16	162.7
Timing Repair Buffer	56	494.2
Tap cell	46	57.56
[kinds of logic (layout without fill, tap and decap cells)]
group	Yosys count	after routing	synth area share, %
compound gates	16	16	75.16
buf+inv	4	56	24.84
[what timing repair did]
action / in CTS / in global routing
buffers inserted: 1 / 0
gates resized: 96 / 10
gates cloned: 1 / 1
setup endpoints to repair: 16 / 12
pin swaps: 15 / 7
[metal layers]
layer,up-vias,part of all wire [%]
met5,-,0
met4,0,0
met3,0,28
met2,50,30
met1,182,42
li1,193,-
[power by group]
group	switching (W)	leakage (nW)	internal [W]	total, W
clock network	0	0	0	0
logic	0.0000735	0.369	0.000191	0.000264
registers	0	0	0	0
total	0.0000735	0.369	0.000191	0.000264
[worst paths after layout]
path	end	startpoint	cells past startpoint	slack [ns]
min	b[13]	a1[13]	3	0.78
max	b[6]	s[0]	5	-0.05
Power figures rest on the tool's default switching activity, not on a simulated workload.
